<file path="flow/run.sh">
#!/bin/bash
# OpenROAD 26Q1-2900-gdf79404cd8, Yosys 0.63+post, stock flow scripts
make -C /OpenROAD-flow-scripts/flow DESIGN_CONFIG=/design/flow/config.mk WORK_HOME=/design/flow/orfs finish
</file>
<file path="flow/constraint.sdc">
current_design ProgramCounter

set clk_period 5.8
set clk_io_pct 0.2

create_clock -name clk0 -period $clk_period [get_ports {clk}]

set non_clock_inputs [all_inputs -no_clocks]
set_input_delay [expr $clk_period * $clk_io_pct] -clock clk0 $non_clock_inputs
set_output_delay [expr $clk_period * $clk_io_pct] -clock clk0 [all_outputs]
</file>
<file path="flow/design.v">
module ProgramCounter(input clk, input reset, output wire [31:0] pc);
    parameter PC_WIDTH = 32;   
    parameter PC_MAX = (1 << PC_WIDTH) - 1;
    reg [31:0] counter;
    always @(posedge clk) begin
        if (reset)
            counter = 2'b0;
        else if (counter == PC_MAX)
            counter = 2'b0;
        else
            counter = counter + 1;
    end
    assign pc = counter;
endmodule
</file>
<file path="flow/config.mk">
export PLATFORM = sky130hd
export DESIGN_NAME = ProgramCounter
export DESIGN_NICKNAME = ProgramCounter
export VERILOG_FILES = /design/flow/design.v
export SDC_FILE = /design/flow/constraint.sdc
export NUM_CORES = 4
export LEC_CHECK = 1
export CORE_UTILIZATION = 30
</file>
==> ci_impl_report.md <==
## Implementation flow summary

| Metric | Value |
|---|---|
| Register share of total power | `54.0%` |
| Worst-skew pair later-pin latency | `~290 ps` |
| 1st-pass router iterations | `4` |
| Max stage delay on crit path | `a little over 500 ps` |
| Biggest area cells | `dfxtp_1 42%, xnor2_1 6.8%, or4_1 5.4%, nand4_1 5.3%, nor2_1 5.1%` |
| Top area contributor share | `41.6%` |
| R2R Path End | `counter[5]$_SDFF_PP0_` |
| R2R Setup Slk | `3560 ps` |
| Worst slack at placement | `3130 ps` |
| Setup TNS | `0 ps` |
| Pint | `0.000326 W` |
| Cycle use final | `a little over two fifths` |
| Vias | `about 1.5k` |
| CP endpoint | `pc[12]` |
| Clock network fraction of design power | `42.8%` |
| Hold_buf cts | `0` |
| GR Overflow Total | `0` |
| ANT cells | `0` |
| Syn_area_per_cell | `8.52 sq um` |
| 1st-iter DRT viols | `~96` |
| Area growth, synth to finish | `31.0%` |
| Cell Rows | `25` |
| Total of max-cap violations | `0` |
| Final Hold Viols | `0` |
| YS chip area | `roughly 1500 sq um` |
| Top_reg_cell synth | `dfxtp_1` |
| Setup slack after layout | `3370 ps` |
| CP bufs+invs | `1` |
| CTS H-Tree Depth | `2` |
| Residual DRC | `0` |
| CP delay by family, top | `buffers and inverters` |
| Mapped Area | `1540 sq um` |
| Slowest CP cell | `clkdlybuf4s50_1` |
| Most frequent cells in the layout | `33 x clkdlybuf4s50_1, 32 x dfxtp_1, 21 x nor2_1` |
| Clock Sinks | `32` |
| Flops after synth | `32` |
| Outcome | `complete, no violations` |
| Power per cell area | `207 nW/um^2` |
| Crit path from | `counter[12]$_SDFF_PP0_` |
| Fmax | `411 MHz` |
| Slew headroom | `66.0%` |
| Hold WS | `487 ps` |
| Worst-margin pin slew | `between 500 and 600 ps` |
| Initial antenna violation count | `0` |
| Mapped Cells | `approximately 180` |
| Root Buffer | `clkbuf_8` |
| Worst-path clk slew | `70 ps` |
| Post-CTS setup repair buffer count | `0` |
| I/O Buffers | `33` |
| Synthesis Warnings | `1` |
| Height of the die | `~74 microns` |
| Global Route Usage Sum | `14.6%` |
| Placer congestion estimate | `0.812` |
| RSZ-0062 raised after global routing | `false` |
| Dominant logic cell type in the layout | `clkdlybuf4s50_1` |
| Post-synth EDFFs | `0` |
| Req. time, crit path | `approximately 4600 ps` |
| Dpl hpwl | `2500 microns` |
| Die width | `around 74 microns` |
| Stages on the worst setup path | `1` |
| I/O pins | `34` |
| Placed Area | `~1900 sq um` |
| FFs w/ async S/R, synth | `0%` |
| Logic pwr share | `approximately 3.2%` |
| Yosys top cell by area | `dfxtp_1` |
| Worst vdd ir | `0.0000887 V` |
| WL per Instance | `12.9 microns` |
| Die ar. | `5430 sq um` |
| Via-to-Cell Ratio | `5.13` |
| Clock Skew | `between 8 and 9 ps` |
| Max Slew Vio Count | `0` |
| Net Sw Frac | `around 22%` |
| Layout cells sized above 1 | `5.09%` |
| CTS Buf Count | `5` |
| Worst Reg-to-Reg Cells | `6` |
| Max reg flops | `32` |
| R2R Path Start | `counter[0]$_SDFF_PP0_` |
| Crit Path Class | `flop to output port` |
| Total wire length | `3650 microns` |
| Vias in the first global route | `1319` |
| Final Instance Area | `around 2000 sq um` |
| CP arrival | `1270 ps` |
| Core Area | `4850 sq um` |
| Cell total in the yosys stat output | `181` |
| Count of tool warnings | `25` |
| Largest net degree at the start of global routing | `22` |
| Post-CTS sizing | `0` |
| TritonCTS clock tree | `yes` |
| Hold Crit Class | `flop to flop` |
| P_sw | `0.0000913 W` |
| Minimum clock period | `~2400 ps` |
| CP Cell Sequence | `clkdlybuf4s50_1` |
| Register share after synthesis | `41.6%` |
| Cell Type Count | `31` |
| Startpoint types | `flop` |
| Final ANT Viol Nets | `0` |
| Leak Pwr | `0.563 nW` |
| Final setup fails | `0` |
| Max clock buf depth | `2` |
| CP Max Fanout | `7` |
| Crit end category | `output port` |
| Core Util at FP | `31.8%` |
| First-pass GRT wire length | `6200 microns` |
## worst min path at each step
stage	from	end	slack, ps	cells past startpoint
after CTS	counter[0]$_SDFF_PP0_	counter[0]$_SDFF_PP0_	490	1
final	counter[0]$_SDFF_PP0_	counter[0]$_SDFF_PP0_	490	1
after global routing	counter[0]$_SDFF_PP0_	counter[0]$_SDFF_PP0_	540	1
## per-stage QoR
stage,total power (W),cells,utilization (%)
after floorplan,0.000237,181,-
after global placement,0.000244,275,39.7
after detailed placement,0.000244,275,39.7
after CTS,0.000420,283,41.7
after global routing,0.000430,283,41.7
final,0.000417,283,41.7
## per-layer routing
layer  wire length [microns]  global-route usage, %  up-vias
li1                        -                      -      749
met4                      56                   2.56        0
met1                    1880                   24.2      659
met2                    1500                   20.2       39
met3                     216                   2.77        5
met5                       0                      0        -
## Yosys cell counts (2+ instances only)
library cell and count:
a21oi_1 15, and4_1 3, buf_2 3, buf_4 2, clkbuf_1 2, dfxtp_1 32, inv_1 6, nand2_1 10
nand3_1 9, nand4_1 13, nor2_1 21, nor3_1 3, nor4_1 4, o21ai_0 2, o21ai_1 5, o31ai_1 7
or3_1 9, or4_1 11, xnor2_1 12
## power by group through the flow
stage	combinational [W]	sequential, W	clock [W]
CTS	0.0000138	0.000225	0.000181
global route	0.0000152	0.000225	0.000190
finish	0.0000135	0.000225	0.000179
## cell families (layout without fill, tap and decap cells)
family	Yosys count	count (layout)	share of synthesized area, %
DFF	32	32	41.6
AOI/OAI and AO/OA	33	33	13.5
and+or+nand+nor	88	88	32.1
xor gates and xnor gates	13	13	7.39
muxes	1	1	0.730
buffers and inverters	13	48	3.90
adders and majority gates	1	1	0.812
## area by class of cell
class                           instances  area, sq um
Clock buffer                            7         86.3
Clock inverter                          1         7.51
Fill cell                             478         2830
Inverter                                6         22.5
Multi-Input combinational cell        136          841
Sequential cell                        32          641
Tap cell                               67         83.8
Timing Repair Buffer                   34          338
Power is estimated from default activity; no workload was simulated.
